==> design.v <==
module sdram (
    input wire clk,
    input wire [22:0] c_addr,
    input wire [15:0] c_data_in,
    output reg [31:0] c_data_out,
    input wire c_read_req, c_write_req,
    output reg c_busy, c_read_ready, c_cack,
    output reg dr_dqml, dr_dqmh,
    output wire dr_cs_n, dr_cas_n, dr_ras_n, dr_we_n, dr_cke,
    output reg [1:0] dr_ba,
    output reg  [12:0] dr_a,
    inout [15:0] dr_dq,
	 input wire srclk,
    input wire instruction_mode
);
localparam CMD_NOP = 3'b111;
localparam CMD_ACTIVE = 3'b011;
localparam CMD_READ = 3'b101;
localparam CMD_WRITE = 3'b100;
localparam CMD_PRECH = 3'b010;
localparam CMD_AREFR = 3'b001;
localparam CMD_LREG = 3'b000;
reg [2:0] ram_cmd = CMD_NOP;
assign {dr_ras_n, dr_cas_n, dr_we_n} = ram_cmd;
assign dr_cke = 1'b1;
assign dr_cs_n = 1'b0;
localparam STATE_INIT_BEGIN = 4'b0000;
localparam STATE_INIT_PRECALL = 4'b0001;
localparam STATE_INIT_AUTOREF1 = 4'b0010;
localparam STATE_INIT_AUTOREF2 = 4'b0011;
localparam STATE_INIT_REGPROG = 4'b0100;
localparam STATE_IDLE = 4'b0101;
localparam STATE_REFR = 4'b0110;
localparam STATE_READ = 4'b0111;
localparam STATE_CASREAD = 4'b1000;
localparam STATE_WRITE = 4'b1001;
localparam STATE_READ_INSTR2 = 4'b1010;
localparam STATE_CASREAD_INSTR2 = 4'b1011;
localparam STATE_WAIT = 4'b1111;
reg [3:0] state = STATE_INIT_BEGIN;
reg [15:0]  wait_reg;
reg [3:0]  wait_next_state;
reg [15:0] dr_dq_reg;
reg dr_dq_oe = 1'b0;
assign dr_dq = (dr_dq_oe ? dr_dq_reg : 16'bz);
reg [8:0] autorefr_cnt = 9'd55;
initial c_busy <= 1'b1;
initial c_read_ready <= 1'b0;
reg [22:0] i_addr;
reg [15:0] i_data_in;
reg [22:0] c_r_addr, c_w_addr;  
reg sync_xory_read = 1'b0;
always @(posedge srclk) begin
	if(c_read_req & ~c_busy) begin
		sync_xory_read <= sync_xory_read^1;
        c_r_addr <= c_addr;
    end
end
reg sync_x_read_done = 1'b0;
wire pulse_c_read = (sync_xory_read ^ sync_x_read_done) & ~c_read_ready;
reg sync_xory_write = 1'b0;
always @(posedge srclk) begin
	if(c_write_req & ~c_busy) begin
		sync_xory_write <= sync_xory_write^1;
        c_w_addr <= c_addr;
    end
end
always @(posedge srclk) begin
    c_cack <= 1'b0;
    if((c_read_req & ~c_busy) | (c_write_req & ~c_busy)) begin
        c_cack <= 1'b1;
    end
end
reg sync_x_write_done = 1'b0;
wire pulse_c_write = sync_xory_write ^ sync_x_write_done;
reg l_instruction_mode = 1'b0;
reg prev_srclk = 1'b0;
always @(posedge clk) begin
    {dr_dqml, dr_dqmh} <= 2'b11; dr_dq_oe <= 1'b0; dr_a <= 13'b0; dr_ba <= 2'b0; 
	 prev_srclk <= srclk;
	 if((prev_srclk ^ srclk) & srclk & ~l_instruction_mode)
		c_read_ready <= 1'b0;
     if(prev_srclk != srclk && srclk == 1'b0 && l_instruction_mode == 1'b1) 
        c_read_ready <= 1'b0;
    case (state)
        STATE_INIT_BEGIN: begin
            ram_cmd <= CMD_NOP;
            state <= STATE_WAIT;
            wait_next_state <= STATE_INIT_PRECALL;
				wait_reg <= 16'd10; 
        end
        STATE_INIT_PRECALL: begin
            ram_cmd <= CMD_PRECH;
            dr_a[10] <= 1'b1;  
            state <= STATE_WAIT;
            wait_next_state <= STATE_INIT_AUTOREF1;
            wait_reg <= 16'd1;
        end
        STATE_INIT_AUTOREF1: begin
            ram_cmd <= CMD_AREFR;
            state <= STATE_WAIT;
            wait_next_state  <= STATE_INIT_AUTOREF2;
            wait_reg <= 16'd4;  
        end
        STATE_INIT_AUTOREF2: begin
            ram_cmd <= CMD_AREFR;
            state <= STATE_WAIT;
            wait_next_state  <= STATE_INIT_REGPROG;
            wait_reg <= 16'd4;  
        end
        STATE_INIT_REGPROG: begin
            ram_cmd <= CMD_LREG;
            dr_a <= 13'b0001000100000;
            dr_ba <= 2'b00;
            state <= STATE_WAIT;
            wait_next_state  <= STATE_IDLE;
            wait_reg <= 16'd4;  
        end
        STATE_IDLE: begin
            if(pulse_c_read) begin
                ram_cmd <= CMD_ACTIVE;  
                i_addr <= c_r_addr;
                i_data_in <= c_data_in;
                dr_ba <= {instruction_mode, c_r_addr[22]};  
                if(instruction_mode)
                    dr_a <= c_r_addr[20:8];  
                else
                    dr_a <= c_r_addr[21:9];
                state <= STATE_WAIT;
                wait_next_state <= STATE_READ;
                wait_reg <= 16'd1;
                l_instruction_mode <= instruction_mode;
					 c_busy <= 1'b1;
					 sync_x_read_done <= sync_x_read_done^1;
            end else if(pulse_c_write) begin
                ram_cmd <= CMD_ACTIVE;
                i_addr <= c_w_addr;
                i_data_in <= c_data_in;
                dr_ba <= {instruction_mode, c_w_addr[22]};
                dr_a <= c_w_addr[21:9];
                state <= STATE_WAIT;
                wait_next_state <= STATE_WRITE;
                l_instruction_mode <= instruction_mode;
                wait_reg <= 16'd1;
					 c_busy <= 1'b1;
					 sync_x_write_done <= sync_x_write_done^1;
            end else if(~(|autorefr_cnt)) begin
                ram_cmd <= CMD_PRECH;
                dr_a[10] <= 1'b1;  
                state <= STATE_WAIT;
                wait_next_state <= STATE_REFR;
                wait_reg <= 16'd1;
					 c_busy <= 1'b1;
            end else begin
                ram_cmd <= CMD_NOP;
                state <= STATE_IDLE;
                c_busy <= 1'b0;
            end
        end
        STATE_WRITE: begin
            ram_cmd <= CMD_WRITE;
            {dr_dqml, dr_dqmh} <= 2'b00;
            dr_ba <= {instruction_mode, i_addr[22]};
            dr_a[8:0] <= i_addr[8:0];
            dr_a[9] <= 1'b0; dr_a[12:11] <= 1'b0;
            dr_a[10] <= 1'b1;  
            dr_dq_reg <= i_data_in;
            dr_dq_oe <= 1'b1;
            state <= STATE_WAIT;
            wait_next_state <= STATE_IDLE;
            wait_reg <= 16'd1;
        end
        STATE_REFR: begin
            ram_cmd <= CMD_AREFR;
            state <= STATE_WAIT;
            wait_next_state <= STATE_IDLE;
            wait_reg <= 16'd4;
            autorefr_cnt <= 9'd355;
        end
        STATE_READ: begin
            ram_cmd <= CMD_READ;
            {dr_dqml, dr_dqmh} <= 2'b00;
            dr_ba <= {instruction_mode, i_addr[22]};
            if(l_instruction_mode) begin
                dr_a[8:0] <= {i_addr[7:0], 1'b0};
                dr_a[9] <= 1'b0;
                dr_a[12:11] <= 1'b0;
                dr_a[10] <= 1'b0;  
                state <= STATE_READ_INSTR2;
            end else begin
                dr_a[8:0] <= i_addr[8:0];
                dr_a[9] <= 1'b0; dr_a[12:11] <= 1'b0;
                dr_a[10] <= 1'b1;  
                state <= STATE_WAIT;
                wait_next_state <= STATE_CASREAD;
                wait_reg <= 16'd1;
            end
        end
        STATE_CASREAD: begin
            state <= STATE_IDLE;  
            ram_cmd <= CMD_NOP;
            c_data_out <= {16'b0, dr_dq};
            if(l_instruction_mode) begin
                state <= STATE_CASREAD_INSTR2;
            end else begin
                c_read_ready <= 1'b1;
                c_busy <= 1'b0;
            end
        end
        STATE_READ_INSTR2: begin  
            ram_cmd <= CMD_READ;
            {dr_dqml, dr_dqmh} <= 2'b00;
            dr_ba <= {instruction_mode, i_addr[22]};
            dr_a[8:0] <= {i_addr[7:0], 1'b1};
            dr_a[9] <= 1'b0;  
            dr_a[12:11] <= 1'b0;
            dr_a[10] <= 1'b1;  
            state <= STATE_CASREAD;
        end
        STATE_CASREAD_INSTR2: begin
            state <= STATE_IDLE; 
            ram_cmd <= CMD_NOP;
            c_data_out[31:16] <= dr_dq;  
            state <= STATE_IDLE;
            c_read_ready <= 1'b1;
            c_busy <= 1'b0;
        end
        default: begin  
            ram_cmd <= CMD_NOP;
            if(wait_reg == 16'b01) begin
                state <= wait_next_state;
                if (wait_next_state == STATE_IDLE) c_busy <= 1'b0;
                else c_busy <= 1'b1;
            end
            wait_reg <= wait_reg-1;
        end
    endcase
    if(|autorefr_cnt) autorefr_cnt <= autorefr_cnt-1;
end
endmodule
==> run.sh <==
#!/bin/bash
# OpenROAD 26Q1-2900-gdf79404cd8, Yosys 0.63+post, stock flow scripts
make -C /OpenROAD-flow-scripts/flow DESIGN_CONFIG=/design/flow/config.mk WORK_HOME=/design/flow/orfs finish
==> config.mk <==
export PLATFORM = sky130hd
export DESIGN_NAME = sdram
export DESIGN_NICKNAME = sdram
export VERILOG_FILES = /design/flow/design.v
export SDC_FILE = /design/flow/constraint.sdc
export NUM_CORES = 4
export LEC_CHECK = 1
export CORE_UTILIZATION = 30
==> constraint.sdc <==
current_design sdram

set clk_period 6.7
set clk_io_pct 0.2

create_clock -name clk0 -period $clk_period [get_ports {clk}]
create_clock -name clk1 -period $clk_period [get_ports {srclk}]

set non_clock_inputs [all_inputs -no_clocks]
set_input_delay [expr $clk_period * $clk_io_pct] -clock clk0 $non_clock_inputs
set_output_delay [expr $clk_period * $clk_io_pct] -clock clk0 [all_outputs]
==> run summary <==
Notes on the flow run.

- The run stopped with a tool error.
- The stage where the flow stopped is clock tree synthesis, for reference.
- The tool reported: "[error] [KeplerFormal.cpp:679] Workflow failed: Iso has multiple drivers: .dr_dq0, dr_dq[0]$_DFFE_PN_.Q0".
- The core utilization at floorplan is 30.58%, for reference.
- The average cell area after synthesis is 14.36 sq um, for reference.
- The post-synth register bit count is between 150 and 200.
- Of the post-synthesis cell area, the dominant cell type holds between 60% and 70%.
- The hold buffer count at cts is 0, for reference.
- In this run the core area contains roughly 56 standard-cell rows.
- The count of boundary I/O pins is approximately 120, for reference.
- After synthesis, the cell types taking the most area are sky130_fd_sc_hd__edfxtp_1 (67%), sky130_fd_sc_hd__dfxtp_1 (6.1%), sky130_fd_sc_hd__nand2_1 (2.7%).
- The post-synthesis cell type count is ~67, for reference.
- After detailed placement, the design holds a cell count of approximately 900.
- The instance count of the mapped netlist is 500, for reference.
- The die is about 160 microns tall.
- The total setup buffers inserted after CTS is 0, for reference.
- The total cell area reported by yosys after synthesis is 7178 sq um, for reference.
- The share of the Yosys chip area taken by registers is 72.65%.
- The share of async-settable or async-resettable flops after synthesis is 0%, for reference.
- The post-synth tally of flip-flops with integrated enable is 159, for reference.
- The mapped cell area is slightly above 7000 sq um, for reference.
- The detailed placer's ending HPWL is between 10,000 and 15,000 microns, for reference.
- From left edge to right edge, the die measures 156.7 microns.
- The top cell type by total area after synthesis is sky130_fd_sc_hd__edfxtp_1, for reference.
- The post-cts gate resize count is 0, for reference.
- After synthesis, the design contains 500 cells according to Yosys.
- The routability congestion estimate from global placement is 0.8337, for reference.
- Warnings reported by Yosys during synthesis add up to 2.
- The commonest register cell after synthesis is sky130_fd_sc_hd__edfxtp_1, for reference.
- Input and output buffers added on the ports amount to 97.
[kinds of logic after synthesis]
| family | share of synthesized area, % |
|---|---|
| XOR/XNOR | 1.952 |
| flip-flops | 72.65 |
| buffers and inverters | 2.649 |
| AND/OR/NAND/NOR | 11.77 |
| adder cells (fa/ha/maj) | 0.6973 |
| other | 0.1046 |
| multiplexers | 1.987 |
| AND-OR/OR-AND | 8.192 |
[stage by stage]
step | utilization, % | power, uW | area [sq um] | setup slack [ns] | hold WS [ns]
after floorplan | - | 2367 | 7178 | 3.018 | 0.02772
after global placement | 36.39 | 2796 | 8541 | 3.018 | 0.02772
after detailed placement | 36.39 | 2830 | 8541 | 3.018 | 0.02772
[cells in the mapped netlist, drive strengths merged (6+ instances only)]
cell	count
nor2	32
a21oi	14
mux2i	12
nand2	53
nand3	8
buf	15
nor4	6
edfxtp	159
and3	17
clkbuf	11
o2bb2ai	9
xnor2	6
nor3	7
inv	17
dfxtp	22
a221o	8
o31ai	6
xor2	10
o21ai	20
Power figures rest on the tool's default switching activity, not on a simulated workload.
