File: /design/flow/constraint.sdc
current_design irq_ctrl

set clk_period 2.3
set clk_io_pct 0.2

create_clock -name clk0 -period $clk_period [get_ports {bus_clk}]

set non_clock_inputs [all_inputs -no_clocks]
set_input_delay [expr $clk_period * $clk_io_pct] -clock clk0 $non_clock_inputs
set_output_delay [expr $clk_period * $clk_io_pct] -clock clk0 [all_outputs]
File: /design/flow/run.sh
#!/bin/bash
# OpenROAD 26Q1-2900-gdf79404cd8, Yosys 0.63+post, stock flow scripts
make -C /OpenROAD-flow-scripts/flow DESIGN_CONFIG=/design/flow/config.mk WORK_HOME=/design/flow/orfs finish
File: /design/flow/config.mk
export PLATFORM = sky130hd
export DESIGN_NAME = irq_ctrl
export DESIGN_NICKNAME = irq_ctrl
export VERILOG_FILES = /design/flow/design.v
export SDC_FILE = /design/flow/constraint.sdc
export NUM_CORES = 4
export LEC_CHECK = 1
export CORE_UTILIZATION = 40
File: /design/flow/design.v
module irq_ctrl (
    input wire clk,
    input wire [15:0] irq_in,
    input wire bus_clk,
    input wire bus_write,
    output reg irq_out,
    input wire [1:0] bus_addr,
    input wire [15:0] bus_data,
    output reg [15:0] bus_out
);
reg [15:0] r_enable;
reg [15:0] r_pending;
reg [15:0] prev_irq_in;
initial begin
    r_enable = 16'hffff;
    r_pending = 16'b0;
    irq_out = 1'b0;
end
always @(posedge bus_clk) begin
    if(|(r_pending & r_enable)) begin
        irq_out <= ~irq_out;
    end else begin
        irq_out <= 1'b0;
    end
end
always @(*) begin
    case (bus_addr)
        2'b0: bus_out = r_pending; 
        2'b1: bus_out = r_enable;
        default: bus_out = 16'b0;
    endcase
end
always @(posedge bus_clk) begin
    r_pending = r_pending | ((prev_irq_in ^ irq_in) & irq_in);
    prev_irq_in = irq_in;
    if(bus_write) begin
        case (bus_addr)
        2'b0: r_pending = bus_data;  
        2'b1: r_enable = bus_data;
        2'b10: r_pending = r_pending & (~bus_data);  
        default: begin end
    endcase
    end
end
endmodule
==> flow_summary.json <==
{
  "p_clk_frac": 0.281,
  "drc": 0,
  "p_per_area_nw_per_um2": 665.2,
  "synthArstFlopShare": 0,
  "leakagePower_nw": 1.186,
  "cts_buffer_depth": 2,
  "io_buffers": 52,
  "worstSetupPathType": "input port to output port",
  "cts.sinks": 49,
  "path_delay_family": "buffers and inverters",
  "finalMaxSlewViolations": 0,
  "synth_warnings": 1,
  "yosys_cells": 200,
  "syn-mean-instance-area_sq_um": 10.41,
  "finish.instance_area_sq_um": 2775,
  "gp_congestion": 0.7772,
  "rsz0062_at_grt": "false",
  "ant_nets": 0,
  "clkTransAtPathRegs_ns": 0.08,
  "tns_ns": 0,
  "die-area_sq_um": 5497,
  "peakVddDrop_uv": 347.4,
  "finalClockSkew_ns": 0.007524,
  "crit_chain": "dlygate4sd2_1 > bufbuf_16 > mux2i_1 > nor2_1 > clkdlybuf4s50_1",
  "wl_per_cell_um": 12.80,
  "crit_buf_inv": 3,
  "tool_warnings": 26,
  "ys.flops": 49,
  "wirelength_um": 4146,
  "synth.distinct_cells": 24,
  "internal-power_mw": 1.399,
  "cp_slowest_cell": "clkdlybuf4s50_1",
  "postPlaceCellArea_sq_um": 2653,
  "synth_chip_area_sq_um": 2082,
  "initialDrtViolationCount": 61,
  "viasPerCell": 4.627,
  "antenna_found_initial": 0,
  "ys.flop_type": "dfxtp_1",
  "crit_required_ns": 1.84,
  "grt_pass1_wl_um": 6637,
  "synth-edff-count": 16,
  "drt_pass1_iterations": 4,
  "timing.final.crit_share": 0.9463,
  "r2r_start": "r_enable[4]$_DFFE_PP_",
  "fmax_ghz": 0.4595,
  "cts_tree": "done",
  "antenna_cells": 0,
  "grt_overflow": 0,
  "slowest_delay_ns": 0.42,
  "grt_pass1_vias": 1392,
  "hold_start": "irq_out$_SDFF_PN0_",
  "tightest_slew_ns": 0.6024,
  "crit_fanout": 9,
  "die_width_um": 74.15,
  "fp_util": 0.4267,
  "setup_violations": 0,
  "swShare": 0.2423,
  "grt_max_degree": 29,
  "clock_latency_ns": 0.30,
  "hold_path.class": "flop to flop",
  "drive_gt1_frac": 0.1790,
  "switching_power_mw": 0.4473,
  "area.growth.synth_to_final_pct": 33.29,
  "dp_hpwl_um": 2766,
  "combPwrFrac": 0.170,
  "ios": 54,
  "maxCapViolations": 0,
  "clockRootBuffer": "clkbuf_8",
  "postSynthSeqShare": 0.5481,
  "filler_cell_count": 459,
  "die_h_um": 74.15,
  "vias": 1499,
  "hold_ws_ns": 0.4133,
  "reg2reg_slack_ns": 1.08,
  "cts_buffers": 5,
  "startpoint": "bus_addr[0]",
  "fp-row-count": 25,
  "synth_cells": 200,
  "seq_power_share": 0.550,
  "period_needed_ns": 2.176,
  "max_slew_margin": 0.5984,
  "cts.htree.levels": 2,
  "utilization": 0.5687,
  "total_power_mw": 1.846,
  "arrival_ns": 1.72,
  "finalHoldViolations": 0,
  "grt_use_total": 0.1689,
  "outcome": "complete, no violations",
  "synth_area_sq_um": 2082,
  "start_kind": "input port",
  "core_area_sq_um": 4880,
  "end_kind": "output port"
}
==> cells in the mapped netlist (2+ instances only) <==
cell | number | share of area
a21oi_2 | 10 | 0.042
a221oi_1 | 3 | 0.013
edfxtp_1 | 16 | 0.23
o21ai_2 | 10 | 0.042
buf_6 | 3 | 0.016
inv_1 | 32 | 0.058
buf_2 | 2 | 0.0048
a22o_1 | 3 | 0.013
nand2_1 | 7 | 0.013
dfxtp_1 | 33 | 0.32
nor2_1 | 17 | 0.031
mux2i_1 | 16 | 0.077
a22oi_1 | 2 | 0.0072
o21ai_0 | 6 | 0.014
nand2_2 | 10 | 0.030
a21oi_1 | 22 | 0.053
==> worst register-to-register path, cell delays in order, from the launching register on <==
cell and delay (ns):
edfxtp_1 0.40, a22o_1 0.23, a221oi_1 0.20, and3_1 0.21, a31oi_1 0.07
==> state kept, by name, indices dropped and copies added, names as in the netlist <==
register	cells
prev_irq_in	16
irq_out	1
r_enable	16
r_pending	16
==> repair_timing <==
| item | CTS | global route |
|---|---|---|
| hold buffers | 0 | 0 |
| gates resized | 1 | 0 |
| endpoints found under the setup margin | 12 | 0 |
| buffers inserted | 0 | 0 |
==> cells in the final DEF, fill, tap and decap left out <==
cell	instances
inv_1	32
a21oi_1	22
a21oi_2	10
a221oi_1	3
nor2_8	1
o21ai_0	6
buf_2	1
a22oi_1	2
clkbuf_8	6
dlygate4sd2_1	1
bufbuf_16	1
clkinv_2	1
buf_4	4
nand2b_4	1
nor2_1	17
buf_12	1
nand2_1	7
a31oi_1	1
dfxtp_1	33
and3_1	1
clkinv_1	1
edfxtp_1	16
mux2i_1	16
a22o_1	3
o21ai_2	10
nand2_2	10
clkdlybuf4s50_1	50
==> path summary, 6_finish.rpt <==
check / endpoint / cells past startpoint
max: bus_out[1] / 5
min: irq_out$_SDFF_PN0_ / 1
max reg2reg: irq_out$_SDFF_PN0_ / 4
min reg2reg: irq_out$_SDFF_PN0_ / 1
==> routing by layer <==
metal | GRT usage | vias up | wire, um
met5 | 0 | - | 0
met4 | 0.02137 | 0 | 58
met3 | 0.03846 | 7 | 230
met2 | 0.2525 | 41 | 1820
met1 | 0.2723 | 667 | 2037
li1 | - | 784 | -
==> power by group through the flow <==
stage                 Sequential [mW]  Combinational [mW]  Clock, mW
after CTS                        1.01               0.318      0.536
final                            1.01               0.313      0.518
after global routing             1.03               0.351      0.570
==> area by class of cell <==
class                           count  area, sq um  share of cell area
Timing Repair Buffer               58        596.8              0.2151
Clock inverter                      2        8.758            0.003156
Sequential cell                    49         1141              0.4112
Tap cell                           67        83.83             0.03021
Inverter                           32        120.1             0.04328
Clock buffer                        6        82.58             0.02976
Multi-Input combinational cell    110        742.0              0.2674
==> kinds of logic after synthesis <==
kind of cell / count (synthesis) / synth area share
flip-flops: 49 / 0.5481
AND-OR/OR-AND: 57 / 0.1869
buffers and inverters: 41 / 0.09555
AND/OR/NAND/NOR: 37 / 0.09255
multiplexers: 16 / 0.07692
==> per-stage QoR <==
step / setup slack, ns / cells
after global routing: 0.02265 / 324
after detailed placement: -0.02201 / 315
after global placement: -0.03368 / 315
after CTS: 0.09432 / 324
final: 0.1236 / 324
after floorplan: 0.3158 / 200
Power figures rest on the tool's default switching activity, not on a simulated workload.
